File: design.v
`timescale 1ns / 1ps
module fifo
	#(parameter W=4,B=8)
	(
	input clk,rst_n,
	input wr,rd,
	input[B-1:0] wr_data,
	output[B-1:0] rd_data,
	output reg full,empty
    );
	 initial begin
		full=0;
		empty=1;
	 end
	 reg[W-1:0] rd_ptr=0,wr_ptr=0;
	 reg[B-1:0] array_reg[2**W-1:0];
	 always @(posedge clk) begin
		if(wr && !full && !(wr&&rd&&empty)) array_reg[wr_ptr]=wr_data;
	 end
	 assign rd_data=array_reg[rd_ptr];
	 always @(posedge clk,negedge rst_n) begin
		if(!rst_n) begin
			rd_ptr=0;
			wr_ptr=0;
			full=0;
			empty=1;
		end
		else begin
			case({rd,wr})
				2'b01: if(!full) begin
							wr_ptr=wr_ptr+1;
							empty=0;
							full=(wr_ptr==rd_ptr);
						 end
				2'b10: if(!empty) begin
							rd_ptr=rd_ptr+1;
							full=0;
							empty=(rd_ptr==wr_ptr);
						 end
				2'b11: if(!empty && !full) begin
								rd_ptr=rd_ptr+1;
								wr_ptr=wr_ptr+1;
						 end
			endcase
		end
	 end
endmodule
File: run.sh
#!/bin/bash
# OpenROAD 26Q1-2900-gdf79404cd8, Yosys 0.63+post, stock flow scripts
make -C /OpenROAD-flow-scripts/flow DESIGN_CONFIG=/design/flow/config.mk WORK_HOME=/design/flow/orfs finish
File: config.mk
export PLATFORM = sky130hd
export DESIGN_NAME = fifo
export DESIGN_NICKNAME = fifo
export VERILOG_FILES = /design/flow/design.v
export SDC_FILE = /design/flow/constraint.sdc
export NUM_CORES = 4
export LEC_CHECK = 1
export CORE_UTILIZATION = 30
export SYNTH_HDL_FRONTEND = slang
File: constraint.sdc
current_design fifo

set clk_period 4.5
set clk_io_pct 0.2

create_clock -name clk0 -period $clk_period [get_ports {clk}]

set non_clock_inputs [all_inputs -no_clocks]
set_input_delay [expr $clk_period * $clk_io_pct] -clock clk0 $non_clock_inputs
set_output_delay [expr $clk_period * $clk_io_pct] -clock clk0 [all_outputs]
==> results.cfg <==
; implementation run metrics
[outcome]
status = completed

[timing]
fin_setup_tns_ps = 0
fin_crit_sh = 0.826
setup_violations = 0
fmax_mhz = 269
timing.final.ws_setup_ps = 782
report.final.slew_viol_count = 0
hold_violations = 0
maxSlewHeadroom = 0.449
final.setup_skew_ps = 5.12
worst_slew_pin_slew_ps = 824
fin_crit_ps = 3720
hold_ws_ps = 552
rsz0062_at_grt = no

[floorplanning]
pin_count = 22
dieArea_um2 = 19300
die_x_um = 139
fp_util = 0.309
coreArea_um2 = 18100
rows = 49
die_h_um = 139

[synthesis]
ys.flop_type = edfxtp_1
syn-cell-area_um2 = 5620
yosys_area_um2 = 5620
synthMostInstantiatedCell = edfxtp_1
yosysSeqAreaShare = 0.729
top_area_cell = edfxtp_1
topCellsByArea = edfxtp_1, mux4_1, mux4_2, dfrtp_1, a22oi_1
async_flop_share = 0.0725
synth_area_per_cell_um2 = 20.5
yosysWarnings = 0
ys_cells = 274
ys_top_cells_by_count = edfxtp_1, mux4_1, a22oi_1, mux4_2, and3_1
ys_ff = 138
synthDistinctLibCells = 33
syn-instance-count = 274
edf_count = 128
top_cell_area_share = 0.684

[power_and_ir_drop]
worst_ir_drop_vdd_v = 0.000238
power.leakage_nw = 2.27
p_per_area_nw_per_um2 = 648
finalPower_mw = 4.32

[hold_path]
hold_class = flop to flop

[finish]
final_cells = 545
largest_register_ffs = 128
final_cell_area_um2 = 6670
syn_to_final_growth_pct = 18.7
fillers = 1625
layout-drive-gt1-share = 0.161
utilization = 0.367

[global_route]
grt_max_degree = 33
track_usage = 0.125
antenna_found_initial = 0
grt_overflow = 0
grt_pass1_vias = 2961
grt_pass1_wl_um = 16800

[worst_setup_path]
path_delay_family = buffers and inverters
worstPathRequired_ps = 3600
critPathSlowestCell = dfrtp_2
critical_path_buf_inv_count = 2
critPathArrivalTime_ps = 2820
slowest_delay_ps = 630
path_cells = buf_4 > mux4_1 > a22oi_1 > nand2_1 > clkdlybuf4s50_1
cp-start-kind = flop
cp_max_fo = 15
criticalPathCategory = flop to primary output
end_kind = primary output

[place]
placed_area_um2 = 6040
routabilityCongestion = 0.792
pre_cts_slack_ps = 1140
port-buffer-count = 21
post-place-cells = 513
place_hpwl_um = 6580

[route]
initialDrtViolationCount = 155
drc = 0
vias_per_cell = 4.92
wl_per_cell_um = 19.6
vias = 2681
wl_um = 10700
antennaDiodeCount = 0
dr.pass1.iters = 23
drtAntennaViolNets = 0

[clock_tree]
postCtsSetupRepairBufs = 0
ctsLongestPathBuffers = 2
cts_tree = done
postCtsHoldBufs = 0
cts_num_sinks = 138
clk_transition_reported_paths_ps = 60
clock-root-buffer = clkbuf_16
clock.latency.late_pin_ps = 410
cts_buffers = 17
post_cts_resized = 0
htreeDepth = 4

[job]
warnings = 28
max-cap-violations = 0
[power by group]
group          switching [mW]  internal (mW)
Sequential              0.121           1.57
Clock                   0.511          0.931
Combinational           0.579          0.608
Total                    1.21           3.11
[worst min-delay path, delay by kind of cell, from the launching register on]
family / cells / cell delay (ps)
compound gates: 1 / 80
buf+inv: 1 / 80
flops: 1 / 390
[path summary, 6_finish.rpt]
check | to | slack, ps | depth (start not counted) | start
worst min-delay path | empty | 550 | 2 | empty
max in group asynchronous | rd_ptr[0] | 3310 | 1 | rst_n
min in group asynchronous | full | 830 | 1 | rst_n
worst max register to register | array_reg[65] | 2570 | 2 | full
worst max-delay path | rd_data[6] | 780 | 5 | rd_ptr[0]
worst min register to register | empty | 550 | 2 | empty
[final cells by class]
class | instances | area, µm² | area share
repair buffers | 24 | 233 | 0.0349
flip-flops and latches | 138 | 4100 | 0.614
inverters | 4 | 15.0 | 0.00225
clock buffers | 18 | 429 | 0.0644
clock inverters | 14 | 195 | 0.0293
multi-input cells | 118 | 1410 | 0.212
well taps | 229 | 287 | 0.0430
[cell usage in the layout (no fill, tap or decap), types with 2 or more instances in the layout]
master	n
a22oi_1	16
and2_1	6
and3_1	13
buf_4	3
bufinv_16	4
clkbuf_16	17
clkdlybuf4s50_1	21
clkinv_2	2
clkinv_4	2
clkinvlp_4	2
dfrtp_1	8
edfxtp_1	128
ha_1	5
inv_1	4
inv_6	2
mux2_2	2
mux4_1	18
mux4_2	14
nand2_1	10
nand3_1	2
nor2_1	2
nor2b_1	4
xnor2_1	4
xor2_1	11
[kinds of logic after synthesis]
kind of cell,count (synthesis),share of synthesized area
compound gates,19,0.0252
xor+xnor,15,0.0234
fa+ha+maj,5,0.0111
buf+inv,18,0.0194
flops,138,0.729
mux,34,0.144
simple gates,45,0.0472
[metal layers]
metal,routed length (µm),global-route usage,up-vias
li1,-,-,1201
met1,4190,0.165,1338
met2,4970,0.183,131
met3,1420,0.0862,11
met4,89,0.0129,0
met5,0,0,-
